==> ./design.v <==
module spi_master #(
    parameter DATA_WIDTH = 8,
    parameter CLK_DIV = 4
)(
    input  logic        clk,
    input  logic        rst,
    input  logic        start,
    input  logic [DATA_WIDTH-1:0] mosi_data,
    output logic [DATA_WIDTH-1:0] miso_data,
    output logic        done,
    output logic        sclk,
    output logic        mosi,
    input  logic        miso,
    output logic        cs_n    
);
    typedef enum logic [1:0] {IDLE, TRANSFER, DONE_STATE} state_t;
    state_t state;
    logic [$clog2(CLK_DIV)-1:0] clk_cnt;
    logic sclk_int;
    logic [$clog2(DATA_WIDTH):0] bit_cnt;
    logic [DATA_WIDTH-1:0] shift_reg_tx, shift_reg_rx;
    assign sclk = sclk_int;
    assign cs_n = (state != TRANSFER);   
    always_ff @(posedge clk or posedge rst) begin
        if (rst) begin
            state <= IDLE;
            clk_cnt <= 0;
            bit_cnt <= 0;
            shift_reg_tx <= 0;
            shift_reg_rx <= 0;
            sclk_int <= 0;       
            mosi <= 0;
            done <= 0;
            miso_data <= 0;
        end else begin
            case (state)
                IDLE: begin
                    done <= 0;
                    sclk_int <= 0;   
                    if (start) begin
                        state <= TRANSFER;
                        shift_reg_tx <= mosi_data;
                        bit_cnt <= DATA_WIDTH;
                        clk_cnt <= 0;
                    end
                end
                TRANSFER: begin
                    clk_cnt <= clk_cnt + 1;
                    if (clk_cnt == CLK_DIV-1) begin
                        clk_cnt <= 0;
                        sclk_int <= ~sclk_int;
                        if (~sclk_int) begin   
                            mosi <= shift_reg_tx[DATA_WIDTH-1];
                            shift_reg_tx <= {shift_reg_tx[DATA_WIDTH-2:0], 1'b0};
                        end else begin         
                            shift_reg_rx <= {shift_reg_rx[DATA_WIDTH-2:0], miso};
                            bit_cnt <= bit_cnt - 1;
                            if (bit_cnt == 1) begin   
                                state <= DONE_STATE;
                            end
                        end
                    end
                end
                DONE_STATE: begin
                    done <= 1;
                    miso_data <= shift_reg_rx;
                    sclk_int <= 0;   
                    if (!start) begin   
                        state <= IDLE;
                    end
                end
            endcase
        end
    end
endmodule
==> ./run.sh <==
#!/bin/bash
# OpenROAD 26Q1-2900-gdf79404cd8, Yosys 0.63+post, stock flow scripts
make -C /OpenROAD-flow-scripts/flow DESIGN_CONFIG=/design/flow/config.mk WORK_HOME=/design/flow/orfs finish
==> ./config.mk <==
export PLATFORM = sky130hd
export DESIGN_NAME = spi_master
export DESIGN_NICKNAME = spi_master
export VERILOG_FILES = /design/flow/design.v
export SDC_FILE = /design/flow/constraint.sdc
export NUM_CORES = 4
export LEC_CHECK = 1
export CORE_UTILIZATION = 40
==> ./constraint.sdc <==
current_design spi_master

set clk_period 3.3
set clk_io_pct 0.2

create_clock -name clk0 -period $clk_period [get_ports {clk}]

set non_clock_inputs [all_inputs -no_clocks]
set_input_delay [expr $clk_period * $clk_io_pct] -clock clk0 $non_clock_inputs
set_output_delay [expr $clk_period * $clk_io_pct] -clock clk0 [all_outputs]
==> results.sh <==
# flow metrics
export IMPL_status="finished, final reports clean"
export IMPL_fa_ha_area_share_pct=2.21
export IMPL_fin_skew_ns=0.00237
export IMPL_clk_pin_slew_ns=0.07
export IMPL_h_tree_depth=2
export IMPL_instances_no_fill=214
export IMPL_placed_cell_area_um2=1940
export IMPL_routed_wl_mm=2.85
export IMPL_num_antenna_cells=0
export IMPL_min_path_type="reg2reg"
export IMPL_ff2ff_setup_slack_ns=1.65
export IMPL_grt_use_total_pct=15.2
export IMPL_pwr_density_cell_nw_per_um2=819
export IMPL_cts_sinks=36
export IMPL_r2r_end="bit_cnt[3]"
export IMPL_yosysCellCount=139
export IMPL_synthTopLogicFamily="multiplexers"
export IMPL_ctsResizeCount=0
export IMPL_required_ns=2.64
export IMPL_syn_area_um2=1700
export IMPL_r2r_cells=5
export IMPL_drtIter0Drc=74
export IMPL_grt_pass1_vias=1120
export IMPL_fin_crit_sh_pct=68.2
export IMPL_worstReg2RegStart="clk_cnt[0]"
export IMPL_io_buffer_count=23
export IMPL_gp_congestion=0.825
export IMPL_crit_arrival_ns=1.59
export IMPL_ys_sh_xor_pct=0
export IMPL_ys_types=38
export IMPL_ys_warn_count=1
export IMPL_synth_area_per_cell_um2=12.2
export IMPL_ant_nets=0
export IMPL_antenna_found_initial=0
export IMPL_postLayoutCoreUtil_pct=50.3
export IMPL_holdPathEnd="done"
export IMPL_dr_pass1_iters=4
export IMPL_final_hold_violation_count=0
export IMPL_fin_crit_ns=2.25
export IMPL_die_h_um=67.1
export IMPL_area_delta_synth_final_pct=19.6
export IMPL_ff_type="dfrtp_1"
export IMPL_grt_ovfl_total=0
export IMPL_vias=1118
export IMPL_via_per_inst=5.22
export IMPL_grt_max_degree=27
export IMPL_yosys_stat_seqShare_pct=53.2
export IMPL_synthAoiAreaFrac_pct=10.3
export IMPL_syn_inst=139
export IMPL_cp_max_fo=12
export IMPL_ys_flops=36
export IMPL_async_flop_share_pct=100
export IMPL_setup_violations=0
export IMPL_hold_path_depth=1
export IMPL_start_kind="register"
export IMPL_cts_root_buf="clkbuf_8"
export IMPL_placed_cells_incl_taps=206
export IMPL_simple_gate_share_pct=11.4
export IMPL_slew_viol_final=0
export IMPL_yosysChipArea_um2=1700
export IMPL_hold_ws_ns=0.482
export IMPL_num_rows=23
export IMPL_slew_headroom_pct=60.4
export IMPL_post_cts_buffers=0
export IMPL_warning_count=26
export IMPL_final_layout_size_suffix_gt1_share_pct=25.6
export IMPL_io_pins=24
export IMPL_die_area_um2=4500
export IMPL_cts_root_to_sink_buffers=2
export IMPL_drt_wirelength_per_cell_um=13.3
export IMPL_hp_start="done"
export IMPL_postCtsHoldBufs=0
export IMPL_maxCapViolations=0
export IMPL_power_leakage_uw=0.000922
export IMPL_worst_pin_slew_ns=0.594
export IMPL_die_x_um=67.1
export IMPL_core_area_um2=4030
export IMPL_irDropWorstVdd_uv=318
export IMPL_stdcell_area_um2=2030
export IMPL_hpwl_mm=1.90
export IMPL_clkLatencyLatePin_ns=0.28
export IMPL_drc=0
export IMPL_synth_edff_count=0
export IMPL_cts_tree="built"
export IMPL_grt_pass1_wl_mm=5.04
export IMPL_rsz0062_at_grt="false"
export IMPL_initial_utilization_pct=42.1
export IMPL_ys_sh_mux_pct=17.3
export IMPL_end_kind="primary output"
export IMPL_fin_tns_setup_ns=0
export IMPL_max_freq_ghz=0.444
export IMPL_numCtsBuffers=5
export IMPL_path_class="reg2out"
==> worst max-delay path, cell delays in order (launching register included) <==
cell and delay, ns:
dfrtp_1 0.63, nor2_1 0.15, inv_1 0.08, clkdlybuf4s50_1 0.44
==> flip-flops by register name, indices dropped and copies added, names as in the netlist, 2 cells and up <==
register      flops
bit_cnt           4
clk_cnt           2
miso_data         8
shift_reg_rx      8
shift_reg_tx      8
state             3
==> cell families (layout without fill, tap and decap cells) <==
group	count (synthesis)	count (layout)
AND-OR/OR-AND	24	24
adder cells (fa/ha/maj)	3	3
buffers and inverters	16	41
flip-flops	36	36
multiplexers	26	26
AND/OR/NAND/NOR	34	34
==> placed cells by master (no fill, tap or decap), types with 3 or more instances in the layout <==
cell and count:
a21oi_1 6, nand2_1 6, o21ai_0 6, dfrtp_1 35, nand3_1 3, mux2i_1 8
mux2_2 17, ha_1 3, nor2_1 10, clkdlybuf4s50_1 23, clkbuf_8 5, inv_1 8
==> Yosys cell counts, types with 3 or more instances <==
cell	number	area, um2
a21oi_1	6	30.0
buf_6	3	33.8
dfrtp_1	35	876
ha_1	3	37.5
inv_1	8	30.0
mux2_2	17	191
mux2i_1	8	80.1
nand2_1	6	22.5
nand3_1	3	15.0
nor2_1	10	37.5
o21ai_0	6	30.0
==> worst max path at each step <==
stage,from,to,slack (ns)
global route,state[1],cs_n,0.93
finish,state[1],cs_n,1.05
CTS,state[1],cs_n,1.03
==> through the flow <==
| step | total power (uW) | setup slack, ns |
|---|---|---|
| 2_1_floorplan | 1220 | 1.79 |
| 3_3_place_gp | 1340 | 1.19 |
| 3_5_place_dp | 1360 | 1.14 |
| 4_1_cts | 1680 | 1.03 |
| 5_1_grt | 1790 | 0.930 |
| 6_report | 1660 | 1.05 |
==> metal layers <==
layer  share of wire, %  vias to the layer above  GRT usage, %
met5                  0                        -             0
met4                1.7                        0          2.93
met1                 50                      535          23.8
met2                 43                       34          23.0
li1                   -                      539             -
met3                4.6                       10          2.95
==> power by group <==
part           switching [uW]  leakage, uW  internal [uW]  total, uW
clock                     161    0.0000479            147        308
sequential                125     0.000441            610        735
combinational             267     0.000433            351        617
total                     553     0.000922           1110       1660
==> cell type report <==
class | count | area [um2]
Clock buffer | 5 | 68.8
Clock inverter | 3 | 18.8
Fill cell | 359 | 2000
Inverter | 8 | 30.0
Multi-Input combinational cell | 87 | 701
Sequential cell | 36 | 902
Tap cell | 50 | 62.6
Timing Repair Buffer | 25 | 245
No activity file was given, so power comes from the tool's default toggle rates.
